File: flow/config.mk
export PLATFORM = sky130hd
export DESIGN_NAME = controller
export DESIGN_NICKNAME = controller
export VERILOG_FILES = /design/flow/design.v
export SDC_FILE = /design/flow/constraint.sdc
export NUM_CORES = 4
export LEC_CHECK = 1
export CORE_AREA = 10 10 70 70
export DIE_AREA = 0 0 80 80
File: flow/constraint.sdc
current_design controller

set clk_period 3.0
set clk_io_pct 0.2

create_clock -name clk0 -period $clk_period [get_ports {clk}]

set non_clock_inputs [all_inputs -no_clocks]
set_input_delay [expr $clk_period * $clk_io_pct] -clock clk0 $non_clock_inputs
set_output_delay [expr $clk_period * $clk_io_pct] -clock clk0 [all_outputs]
File: flow/design.v
module pipo(
    data_out, data_in, load, clk
);
    input [15:0] data_in;
    input load , clk;
    output reg [15:0] data_out;
    always @(posedge clk)
        if(load)
            data_out <= data_in;
endmodule
module subtractor(out, in1, in2);
    input [15:0] in1, in2;
    output reg [15:0]out;
    always @(*)
    begin 
        out = in1 - in2;
    end
endmodule
module multiplexer(out, i0, i1, sel);
    input [15:0] i0, i1;
    input sel;
    output [15:0] out;
    assign out = (sel ? i1 : i0);
endmodule
module comparator(less_than, greater_than,equal_to, data1, data2);
    input [15:0]data1, data2;
    output less_than, greater_than, equal_to;
    assign less_than = (data1 < data2);
    assign greater_than = (data1 > data2);
    assign equal_to = (data1 == data2);
endmodule
module controller(
    loadA, loadB, sel1, sel2, sel_in, done, clk, less_than, greater_than, equal_to, start);
    input start, clk, less_than, greater_than, equal_to;
    output reg loadA, loadB, sel1, sel2, sel_in, done;
    reg [2:0] state;
    parameter s0 = 3'b000, s1 = 3'b001, s2 = 3'b010, s3 = 3'b011, s4 = 3'b100, s5 = 3'b101;
    always @(posedge clk)
    begin
        case(state)
            s0 :begin 
                    if(start) 
                        state <= s1;
                end
            s1: state <= s2;
            s2: begin
                    #1 if(equal_to) 
                        state <= s5;
                    else if(less_than)
                        state <= s3;
                    else if(greater_than)
                        state <= s4;
                end
            s3: begin
                    #1 if(equal_to)
                        state <= s5;
                    else if(less_than)
                        state <= s3;
                    else if(greater_than)   
                        state <= s4;
                end
            s4: begin
                    #1 if(equal_to)
                        state <= s5;
                    else if(less_than)
                        state <= s3;
                    else if(greater_than)   
                        state <= s4;
                end
            s5: state <= s5;
            default : state <= s0;
        endcase
    end
    always @(state)
    begin
        case(state)
            s0 :begin
                    sel_in = 1; loadA = 1; loadB = 0; done = 0;
                end
            s1 :begin
                    sel_in = 1; loadA = 0; loadB = 1;
                end 
            s2 :begin
                    if(equal_to)
                        done = 1;
                    else if(less_than)
                        begin
                            sel1 = 1; sel2 = 0; sel_in = 0;
                            #1 loadA = 0; loadB = 1;
                        end
                    else if(greater_than)
                        begin
                            sel1 = 0; sel2 = 1; sel_in = 0;
                            #1 loadA = 1; loadB = 0;
                        end
                end
            s3 :begin   
                    if(equal_to)
                        done = 1;
                    else if(less_than)
                        begin
                            sel1 = 1; sel2 = 0; sel_in = 0;
                            #1 loadA = 0; loadB = 1;
                        end
                    else if(greater_than)
                        begin
                            sel1 = 0; sel2 = 1; sel_in = 0;
                            #1 loadA = 1; loadB = 0;
                        end
                end 
            s4 :begin
                    if(equal_to)
                        done = 1;
                    else if(less_than)
                        begin
                            sel1 = 1; sel2 = 0; sel_in = 0;
                            #1 loadA = 0; loadB = 1;
                        end
                    else if(greater_than)
                        begin
                            sel1 = 0; sel2 = 1; sel_in = 0;
                            #1 loadA = 1; loadB = 0;
                        end
                end
            s5 :begin 
                    done = 1; sel1 = 0; sel2 = 0; loadA = 0; loadB = 0; 
                end
            default : begin 
                        loadA = 0; loadB = 0;
                      end
        endcase
    end
endmodule
module gcd_datapath(
    greater_than, less_than, equal_to, loadA, loadB,
    sel1, sel2, sel_in, data_in, clk);
    input loadA, loadB, sel1, sel2, sel_in, clk;
    input [15:0] data_in;
    output greater_than, less_than, equal_to;
    wire [15:0] A_out, B_out, x, y, bus, sub_out;
    pipo p1(A_out, bus, loadA, clk);
    pipo p2(B_out, bus, loadB, clk);
    multiplexer mux1(x, A_out, B_out, sel1);
    multiplexer mux2(y , A_out, B_out, sel2);
    multiplexer mux_load(bus, sub_out, data_in, sel_in);
    subtractor s1(sub_out, x, y);
    comparator c1(less_than, greater_than, equal_to, A_out, B_out);
endmodule
File: flow/run.sh
#!/bin/bash
# OpenROAD 26Q1-2900-gdf79404cd8, Yosys 0.63+post, stock flow scripts
make -C /OpenROAD-flow-scripts/flow DESIGN_CONFIG=/design/flow/config.mk WORK_HOME=/design/flow/orfs finish
==> run notes <==
yosys + openroad results -> Yosys Chip Area=434 um2, hold-fix buffers at CTS=0, actual slew at the worst max-slew pin=0.430 ns, Netlist cell types=23, largest net degree at the start of global routing=14, layout cell share with drive strength beyond 1=10.0%, CTS tree=built, worst-case clock skew=0.000464 ns, post-CTS resize count=0, DR DRC count=0, Worst EP arrival=1.87 ns, Cells after Synth=49, setup TNS=0 ns, cts bufs inserted=3, worst hold path type=reg -> reg, CTS H-tree depth=1, initial antenna violation count=0, RSZ-0062 raised after global routing=no, DR iter-0 viols=1, CORE AREA=3420 um2, crit path kind=in -> reg, Die X-Extent=80 um, Leak Pwr=0.217 nW, final tally of hold violations=0, global route overflow=0, Synth async-reset ratio=0%, via count of the first global-routing pass=336, port bufs=10, flops out of synthesis=9, crit start category=input port, fillers=404, CTS Buffer Depth=2, wire length per cell=9.14 um, # setup viols final=0, crit-path max FO=10, number of synthesized flops with an enable pin=3, clk slew on worst S/H paths=0.04 ns, FMAX=526 MHz, Ys Warns=1, DR vias=390, most frequent cell after synthesis=dlxtn_1, Largest type area fraction=20.7%, Routed Antenna Nets=0, ANT cells=0, Post-synth area hogs=edfxtp_1, dlxtn_1, nor2b_1, GRT Total Usage=2.88%, Synth area leader=edfxtp_1, overall routed net length=969 um, Syn-to-layout area delta=36.9%, die area=6400 um2, Slew Limit Fails=0, minimum period implied by the final worst setup slack=1.90 ns, Max-Cap Viols=0, cells in synth_stat.txt=49, Pre-Place Util=12.7%, Worst R2R Path Depth=3, outcome=complete, no violations, Max-slew headroom=71.4%, CP Capture Type=flip-flop, Dominant flop cell=dlxtn_1, clock root cell=clkbuf_4, Cell Pwr Density=844 nW/um2, count of unclocked register or latch pins=6, Min-Delay Path Depth=1, average size of a mapped cell=8.86 um2, DR vias/cell=3.68, peak supply drop=0.180 mV, row cnt=21, DRT Pass-1 Iters=4, top cells by count, synth=dlxtn_1, o21ai_0, a21oi_1, nor2_1, nor2b_1, die height=80 um, endpoints left unconstrained=12, OpenROAD warnings=25, # IOs=11, hpwl dp=769 um, routability cong.=0.791, clock latency (worst-skew pair)=0.23 ns, Post-CTS Setup Bufs=0, Pwr Total=0.501 mW, Syn Std Cell Area=434 um2, Critical Path RT=2.97 ns, Tcrit/Tclk final=63.4%, first-pass GRT wire length=1530 um
==> sequential cells by signal (all words and copies together) (netlist names) <==
register and flops:
state 3, loadA 1, loadB 1, sel1 1, done 1, sel2 1
sel_in 1
==> critical path: stages <==
cell             delay, ns
clkdlybuf4s50_1       0.56
or3_4                 0.45
mux2i_1               0.14
a21oi_1               0.13
==> metal layers <==
metal,vias to the layer above,global-route usage [%],share of wire [%]
met1,164,4.24,45
met4,0,1.23,4.2
met3,4,1.14,9.7
met2,20,3.53,41
met5,-,0,0
li1,202,-,-
==> power by group <==
part / internal (mW) / switching, mW / leakage, nW
combinational: 0.119 / 0.105 / 0.121
clock: 0.0499 / 0.0219 / 0.0150
sequential: 0.147 / 0.0580 / 0.0804
==> layout make-up <==
| type | count | area (um2) | share of cell area [%] |
|---|---|---|---|
| multi-input cells | 34 | 219 | 36.8 |
| flip-flops and latches | 9 | 180 | 30.3 |
| repair buffers | 10 | 100 | 16.8 |
| well taps | 46 | 57.6 | 9.68 |
| clock buffers | 4 | 26.3 | 4.42 |
| inverters | 3 | 11.3 | 1.89 |
==> metrics by stage <==
step | setup WS (ns) | hold WS [ns] | cell area, um2 | utilization [%] | std cells
after floorplan | 1.41 | 0.690 | 434 | - | 49
after global placement | 0.894 | 0.774 | 568 | 16.6 | 102
after detailed placement | 0.866 | 0.780 | 568 | 16.6 | 102
after CTS | 1.11 | 0.788 | 594 | 17.4 | 106
after global routing | 1.04 | 0.838 | 594 | 17.4 | 106
final | 1.10 | 0.795 | 594 | 17.4 | 106
==> cells in the final DEF, fill, tap and decap left out <==
| master | count |
|---|---|
| nor2_1 | 4 |
| o22ai_1 | 3 |
| a21boi_2 | 1 |
| a31oi_1 | 2 |
| edfxtp_1 | 3 |
| o21ba_2 | 1 |
| clkbuf_4 | 3 |
| inv_1 | 3 |
| or2b_1 | 1 |
| clkbuf_1 | 1 |
| xor2_1 | 1 |
| nand2b_1 | 2 |
| o21a_1 | 1 |
| o221ai_1 | 1 |
| o21ai_0 | 5 |
| dlxtn_1 | 6 |
| mux2i_1 | 1 |
| or3_4 | 1 |
| a21oi_1 | 4 |
| nor2b_1 | 4 |
| clkdlybuf4s50_1 | 10 |
| nand3_1 | 1 |
| o311a_1 | 1 |
==> cell families after synthesis <==
| family | synth area share (%) |
|---|---|
| AOI/OAI and AO/OA | 28.5 |
| and+or+nand+nor | 17.6 |
| buffers and inverters | 8.07 |
| latches | 20.8 |
| DFF | 20.8 |
| xor gates and xnor gates | 2.02 |
| muxes | 2.31 |
==> final timing paths <==
| path | start | end | slack (ns) |
|---|---|---|---|
| worst min register to register | state[1]$_DFFE_PP_ | state[1]$_DFFE_PP_ | 0.80 |
| worst min-delay path | state[1]$_DFFE_PP_ | state[1]$_DFFE_PP_ | 0.80 |
| worst max register to register | state[2]$_DFFE_PP_ | state[0]$_DFFE_PP_ | 1.49 |
| worst max-delay path | less_than | state[0]$_DFFE_PP_ | 1.10 |
No activity file was given, so power comes from the tool's default toggle rates.
